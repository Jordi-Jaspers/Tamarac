[./run.sh]
#!/bin/bash
# OpenROAD 26Q1-2900-gdf79404cd8, Yosys 0.63+post, stock flow scripts
make -C /OpenROAD-flow-scripts/flow DESIGN_CONFIG=/design/flow/config.mk WORK_HOME=/design/flow/orfs finish
[./config.mk]
export PLATFORM = sky130hd
export DESIGN_NAME = dec
export DESIGN_NICKNAME = dec
export VERILOG_FILES = /design/flow/design.v
export SDC_FILE = /design/flow/constraint.sdc
export NUM_CORES = 4
export LEC_CHECK = 1
export CORE_AREA = 10 10 70 70
export DIE_AREA = 0 0 80 80
[./design.v]
module dec(decin,seg0,seg1);
input [4:0] decin;  
output reg [3:0] seg0;
output reg [3:0] seg1;
   reg [12:0] shift;
   integer i;
   always @(decin)
   begin
      shift[12:5] = 0;
      shift[4:0] = decin;
      for (i=0; i<5; i=i+1) begin
         if (shift[8:5] >= 5)
            shift[8:5] = shift[8:5] + 3;
         if (shift[12:9] >= 5)
            shift[12:9] = shift[12:9] + 3;                
         shift = shift << 1;
      end
      seg1 = shift[12:9];
      seg0 = shift[8:5];
  end
endmodule
[./constraint.sdc]
current_design dec

set clk_period 1.1
set clk_io_pct 0.2

create_clock -name clk0 -period $clk_period

set non_clock_inputs [all_inputs -no_clocks]
set_input_delay [expr $clk_period * $clk_io_pct] -clock clk0 $non_clock_inputs
set_output_delay [expr $clk_period * $clk_io_pct] -clock clk0 [all_outputs]
==> notes.md <==
run results: run status=complete, but fails checks, failing checks=setup timing, unrepaired setup endpoints after global routing=true, Syn Area/Cell=6.37 um2, cells after synthesis=44, fmax=0.640 GHz, compound-cell area share of the yosys netlist=0.411, # rows=21, chip height=80 um, Core Area=3420 um2, kind of critical path=in -> out, CP max FO=5, Synth area leaders=ha_1 8.9%, a211oi_1 8.0%, buf_4 8.0%, nor2_1 8.0%, a21oi_1 7.1%, seq_cells=0, Layout clock buffers=0, largest net degree at the start of global routing=10, fin crit share=1.42, Synth area leader=ha_1, Worst EP arrival=1.34 ns, VDD IR-drop max=0.000133 V, P_leak=0.251 nW, Post-Synthesis Cell Area=280 um2, Tot Pwr=233 uW, number of global-route vias before repair=361, final hold vios=0, remaining antenna violation count=0, drt wl/cell=8.26 um, Hold Crit Depth=0, GPL Wtd Cong=0.837, yosys stat chip area=280 um2, first-pass GRT wire length=1.55 mm, gr ovfl total=0, Unique cell types=23, critical path startpoint category=primary input, Pwr Density=397 nW/um2, yosys stat cell total=44, DP Area=513 um2, top cells by count, synth=6 x nor2_1, 4 x a21oi_1, 4 x inv_1, 4 x o21ai_0, Seq share, synth=0, die span in x=80 um, Seq. cell area=0 um2, Main logic family=AND-OR/OR-AND gates, DRC=0, gr usage total=0.0277, Floorplan Utilization=0.0821, max_cap viols=0, tool warnings=36, simple share=0.246, WP data required=0.88 ns, drt pass-1 iters=2, Iter 0 DRT Violations=6, Worst Hold Class=in -> out, FA/HA/MAJ Cells, Area Fraction=0.0893, I/O Pins=13, XORs/XNORs by Area=0.0313, DR vias/cell=3.22, Slew Viols, Final=0, minimum clock period=1.56 ns, final wirelength=925 um, I/O Buffers=9, Die Footprint=6400 um2, initial antenna violation count=0, via count=361, worst setup margin=-0.463 ns, fin area=586 um2, Layout area overhead=109%, dpl hpwl=710 um, most common cell in the netlist=nor2_1, diode count=0, Synth mux share=0, share of cells above drive strength 1=0.667, Worst Hold Launch=decin[0], final setup violating endpoints=5, Yosys warning count=1, Hold Path End=seg0[0], Worst Setup End Kind=primary output, Synth top area share=0.0893
placed cells by master (no fill, tap or decap), types with 2 or more instances in the layout:
cell      count
ha_4          2
a21oi_2       3
o21ai_0       2
buf_4        14
nand2_1       2
buf_6         4
conb_1        2
and2b_2       2
buf_8         2
a211oi_2      2
a21oi_1       2
nor2_1        6
buf_2         5
layout make-up:
class / count / area, um2
Inverter: 4 / 25.0
Tap cell: 46 / 57.6
Multi-Input combinational cell: 35 / 283
Timing Repair Buffer: 27 / 220
Fill cell: 386 / 2830
repair_timing:
action | 4_1_cts | 5_1_grt
setup buffers | 7 | 0
pin swaps | 8 | 9
hold buffers | 0 | 0
resized | 45 | 6
endpoints found under the hold margin | 0 | 0
endpoints found under the setup margin | 5 | 5
cells by family (layout without fill, tap and decap cells):
kind of cell             after synthesis  after routing
AND-OR/OR-AND                         17             17
AND/OR/NAND/NOR                       13             13
buffers and inverters                 10             31
adder cells (fa/ha/maj)                2              2
other                                  1              2
XOR/XNOR                               1              1
worst max-delay path: stages:
cell,delay (ns)
buf_8,0.10
buf_6,0.11
buf_6,0.11
and2b_2,0.21
o21ai_2,0.11
nand2_1,0.08
buf_4,0.14
xor2_1,0.15
buf_2,0.12
where the power goes:
part	internal (mW)	total, mW	switching (mW)
combinational	0.135	0.233	0.0974
clock	0	0	0
sequential	0	0	0
total	0.135	0.233	0.0974
metrics by stage:
step | std cells | utilization | TNS [ns] | hold slack (ns) | setup slack, ns
global placement | 106 | 0.150 | -5.85 | 0.440 | -1.28
detailed placement | 106 | 0.150 | -5.89 | 0.440 | -1.28
global route | 112 | 0.171 | -1.92 | 0.440 | -0.504
CTS | 112 | 0.168 | -1.91 | 0.440 | -0.448
finish | 112 | 0.171 | -1.68 | 0.440 | -0.463
floorplan | 45 | - | -0.654 | 0.506 | -0.235
per-layer routing:
layer  global-route usage  wire (um)
met1               0.0363        416
met3              0.00227         18
met4                    0          0
met2               0.0506        490
met5                    0          0
worst max path at each step:
stage	startpoint	to	depth (start not counted)
CTS	decin[2]	seg0[3]	8
global route	decin[2]	seg1[0]	9
finish	decin[2]	seg1[0]	9
Power is estimated from default activity; no workload was simulated.
