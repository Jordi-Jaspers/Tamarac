--- design/flow/design.v ---
module klok(reset, clock,klok);
output klok;
input reset;
input clock;
reg [30:0] counter;
reg klok;
always @(posedge clock)
if (reset) begin
counter = 0;
klok = 0;
end else begin
if (counter == 24999999) begin  
klok = !klok; 
counter = 0;
end else
counter = counter + 1;
end
endmodule
--- design/flow/run.sh ---
#!/bin/bash
# OpenROAD 26Q1-2900-gdf79404cd8, Yosys 0.63+post, stock flow scripts
make -C /OpenROAD-flow-scripts/flow DESIGN_CONFIG=/design/flow/config.mk WORK_HOME=/design/flow/orfs finish
--- design/flow/config.mk ---
export PLATFORM = sky130hd
export DESIGN_NAME = klok
export DESIGN_NICKNAME = klok
export VERILOG_FILES = /design/flow/design.v
export SDC_FILE = /design/flow/constraint.sdc
export NUM_CORES = 4
export LEC_CHECK = 1
export CORE_AREA = 10 10 105 105
export DIE_AREA = 0 0 115 115
--- design/flow/constraint.sdc ---
current_design klok

set clk_period 4.8
set clk_io_pct 0.2

create_clock -name clk0 -period $clk_period [get_ports {clock}]

set non_clock_inputs [all_inputs -no_clocks]
set_input_delay [expr $clk_period * $clk_io_pct] -clock clk0 $non_clock_inputs
set_output_delay [expr $clk_period * $clk_io_pct] -clock clk0 [all_outputs]
==> changes_impl.md <==
### Implementation results

- Pin count of the biggest net entering global routing: 26
- Final hold violation count: 0
- Leading cell types by total area after synthesis: dfxtp_1 39%, nor2_1 6.3%, xor2_1 6.3%, xnor2_1 5.3%, nand3_1 4.2%
- Time the worst path needs with I/O delays and setup: 2.26 ns
- Detailed-routing iteration count for the pre-antenna-repair pass: 4
- Count of final setup violators: 0
- Average via count per standard cell: 4.46
- Count of max-cap constraint violations: 0
- Crit-path cells: ha_1 -> and3_1 -> and3_1 -> nand4_4 -> o21bai_4 -> nor2_1
- Most common flop cell mapped by yosys: dfxtp_1
- Die height: 115 um
- Routed length per instance: 10.6 um
- Yosys chip area: 1660 um^2
- Number of vias in the routed layout: 1321
- Largest area contributor in the synthesized netlist: dfxtp_1
- Tally of buffers added on design ports: 2
- Count of unique library cells instantiated by Yosys: 38
- Share of the synthesized area in the top cell type: 38.6%
- Post-synth tally of flip-flops with integrated enable: 0
- Number of synthesized register bits: 32
- Reported leakage power: 0.617 nW
- Critical path data required time: 4.94 ns
- Setup slack of the most critical reg-to-reg path: 2.54 ns
- DR WL met3: 236 um
- CTS H-Tree Depth: 2
- Measured slew at the worst slew-check pin: 0.619 ns
- Number of cells in the design after placement: 288
- Chip Width: 115 um
- Pins Over Slew Limit: 0
- Max IR drop VDD: 0.0931 mV
- Inserted Clock Buffers: 5
- Hold Path Sink: counter[0]
- Buffer depth of the longest clock path: 2
- Post-synthesis to final-layout area growth: 11.3%
- Area of the placeable core: 8760 um^2
- Number of antenna violations at the first check in global routing: 0
- Number of nets with antenna violations after detailed routing: 0
- Max-Slew Margin vs Limit: 58.6%
- Worst Skew: 0.00745 ns
- Critical path peak fanout: 25
- Clock-pin slew on the worst setup and hold paths: 0.06 ns
- Gate family responsible for the most delay along the worst path: simple AND/OR/NAND/NOR gates
- Setup repair bufs after CTS: 0
- Synthesized area per cell: 8.89 um^2
- Cell area power density: 271 nW/um^2
- Beginning of the worst register-to-register path: counter[0]
- Count of buffer and inverter cells on the critical path: 0
- Library cell appearing most often on the critical path: and3_1
- Seq share, synth: 38.6%
- R2R depth: 6
- Top-count cell post-synth: dfxtp_1
- Classification of the worst setup path: register to register
- Row cnt: 34
- Fraction of registers with async set/reset: 0%
- TritonCTS clock tree: done
- Clock tree root buffer cell: clkbuf_8
- Dpl cell area: 1760 um^2
- Final cell count without fillers: 296
- Number of warnings reported in the yosys synthesis log: 1
- Yosys cell count: 187
- Run status: completed
- Period Utilization, post-route: 47.0%
- Netlist area before placement: 1660 um^2
- Clock sinks: 32
- Global-route wire length before repair: 5.59 mm
- R2R Path End: counter[13]
- Depth of the worst hold-timing path: 1
- Vias in the first global route: 1171
- Area of the die: 13200 um^2
- Highest routing layer actually used: met4
- RSZ-0062 raised after global routing: false
- Highest clock rate: 443 MHz
- Cell with the largest stage delay on the worst path: o21bai_4
- Overall routing resource usage: 4.99%
- Synth top cells by count: 32 x dfxtp_1, 28 x nor2_1, 14 x nand3_1
- Proportion of layout cells with a drive suffix above 1: 9.57%
- Detailed router's first-iteration violation count: 77
- Data arrival time at the worst-slack endpoint: 2.40 ns
- HPWL after DPL: 2.18 mm
- Stage-log warning count: 25
- Peak per-stage delay on the critical path: 0.54 ns
- Post-detailed-route DRC marker count: 0
- Grt total ovfl: 0
- Drt total wl: 3.14 mm
- Latest clock arrival within the worst-skew pair: 0.28 ns
- Worst hold margin: 0.468 ns
- Met2 WL: 1.33 mm
- Final-layout setup total negative slack: 0 ns
- Final antenna diode count: 0
- Type of destination of the critical path: register
- Ports placed on the boundary: 3
- Post-cts gate resize count: 0
- Fraction of the core area covered by cells at the end of the flow: 21.1%
- Synthesized instance count: 187
- Pre-Place Util: 19.0%
- Number of hold buffers added after cts: 0
- Area of all placed cells without fillers: 1850 um^2
- Final RePlAce weighted congestion: 0.835
- Hold WC Path Type: register to register
- Met1 wire length: 1.55 mm
- Hold_sp: counter[0]
- CP startpoint kind: register
-- cells by family (layout without fill, tap and decap cells) --
family	Yosys count	after routing	share of synthesized area, %
XOR/XNOR	22	22	11.6
adder cells (fa/ha/maj)	1	1	0.753
flip-flops	32	32	38.6
AND-OR/OR-AND	18	18	7.38
buffers and inverters	12	13	4.29
AND/OR/NAND/NOR	102	102	37.4
-- final cells by class --
type,count,area (um^2)
fillers,947,6910
multi-input cells,143,950
flip-flops and latches,32,641
well taps,108,135
clock buffers,6,82.6
repair buffers,2,20.0
inverters,3,11.3
clock inverters,2,10.0
-- flip-flops by register name (all words and copies together), names as in the netlist --
register and cells:
counter 31, klok 1
-- power breakdown --
part           switching [mW]  internal (mW)
Clock                  0.0956          0.114
Combinational         0.00822        0.00679
Sequential            0.00581          0.270
Total                   0.110          0.391
-- per-layer routing --
layer | vias to the layer above | GRT usage [%]
li1 | 675 | -
met3 | 3 | 1.64
met2 | 32 | 6.72
met5 | - | 0
met4 | 0 | 0.743
met1 | 611 | 7.66
-- stage by stage --
| step | total power [mW] | worst slack (ns) |
|---|---|---|
| 2_1_floorplan | 0.293 | 2.96 |
| 3_5_place_dp | 0.297 | 2.50 |
| 6_report | 0.501 | 2.54 |
| 3_3_place_gp | 0.297 | 2.50 |
| 5_1_grt | 0.523 | 2.34 |
| 4_1_cts | 0.507 | 2.53 |
-- worst max-delay path by stage --
| stage | slack (ns) | end | startpoint | cells after the start |
|---|---|---|---|---|
| 4_1_cts | 2.53 | counter[4] | counter[0] | 6 |
| 6_report | 2.54 | counter[13] | counter[0] | 6 |
| 5_1_grt | 2.34 | counter[7] | counter[0] | 6 |
-- worst reg2reg max path, cell delays in order (launching register included) --
cell	delay, ns
dfxtp_1	0.37
ha_1	0.21
and3_1	0.23
and3_1	0.44
nand4_4	0.21
o21bai_4	0.54
nor2_1	0.12
-- layout by cell type, fill, tap and decap left out, types with 2 or more instances in the layout --
cell type / instances
dfxtp_1: 32
nor2_1: 28
nand3_1: 14
xor2_1: 12
nand4_1: 11
xnor2_1: 10
nand2_1: 9
and3_1: 7
nor4_1: 6
clkbuf_8: 6
a21oi_1: 5
and4_1: 4
nor3_1: 4
o21ai_0: 4
inv_1: 3
or3_1: 3
a211oi_1: 3
nor4b_2: 2
nor2_4: 2
and2_1: 2
a31oi_1: 2
or4_1: 2
clkinv_2: 2
clkdlybuf4s50_1: 2
Power figures rest on the tool's default switching activity, not on a simulated workload.
