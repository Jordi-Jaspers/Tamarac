[flow/run.sh]
#!/bin/bash
# OpenROAD 26Q1-2900-gdf79404cd8, Yosys 0.63+post, stock flow scripts
make -C /OpenROAD-flow-scripts/flow DESIGN_CONFIG=/design/flow/config.mk WORK_HOME=/design/flow/orfs finish
[flow/config.mk]
export PLATFORM = sky130hd
export DESIGN_NAME = alu
export DESIGN_NICKNAME = alu
export VERILOG_FILES = /design/flow/design.v
export SDC_FILE = /design/flow/constraint.sdc
export NUM_CORES = 4
export LEC_CHECK = 1
export CORE_AREA = 10 10 97 97
export DIE_AREA = 0 0 107 107
[flow/constraint.sdc]
current_design alu

set clk_period 15.1
set clk_io_pct 0.2

create_clock -name clk0 -period $clk_period

set non_clock_inputs [all_inputs -no_clocks]
set_input_delay [expr $clk_period * $clk_io_pct] -clock clk0 $non_clock_inputs
set_output_delay [expr $clk_period * $clk_io_pct] -clock clk0 [all_outputs]
[flow/design.v]
module alu(in1, in2, mode, out);
parameter ALU_NUL = 0; 
parameter ALU_INC = 1;
parameter ALU_SUB = 2; 
parameter ALU_ADD = 3;
input	[15:0] in1;
input	[15:0] in2;
input	[1:0] mode;
output [15:0] out;
reg [15:0] out;
always @(mode or in1 or in2) 
case (mode)
ALU_NUL :	out	=	0;	
ALU_INC :	out	=	in2	+	1;
ALU_SUB :	out	=	in1	-	in2;
ALU_ADD :	out	=	in1	+	in2;
default:	out	=	0;		
endcase 
endmodule
==> results.ini <==
[timing]
rsz_0062_raised_after_global_routing=no
final_max_slew_viol_count=0
post_layout_minimum_cycle_time_ns=9.72
finalHoldViolCount=0
setup-tns-final_ns=0
finalClockPeriodUsage=0.644
fmaxAchievable_ghz=0.103
timing.final.setup_violations=0
max-slew-margin-rel=0.595
fin_hold_ws_ns=7.10
tightest_slew_ns=0.607

[setup_path]
worst_ep_arrival_time_ns=6.70
ordered_list_of_cells_on_the_worst_path=clkdlybuf4s50_1, inv_1, ha_1, nand2_1, o21ai_0, inv_1, fa_1, nand2b_1, a21oi_1, o2111ai_1, a311oi_1, nor3_1, o32ai_1, clkdlybuf4s50_1
timing.critical_path.slowest_stage_cell=sky130_fd_sc_hd__clkdlybuf4s50_1
cp-end-kind=output pin
timing.critical_path.fanout_max=5
max_incr_delay_on_cp_ns=0.56
crit_type=in2out
critPathLaunchType=primary input
required_ns=12.08

[route]
drt-vias-per-instance=4.52
routed_wire_length_per_instance_um=14.2
dr_pass1_iterations=4
via_count_of_the_routed_design=1605
drt.antenna.violating_nets=0
post_detailed_route_drc_marker_count=0
ant_diodes=0
drt-initial-drc-count=60
drt-total-wl_mm=5.03

[global_routing]
gr-total-overflow=0
grt.met3_usage=0.0188
grt_start_max_net_pins=18
met1_usage=0.120
grt_pass1_wl_mm=8.37
groute.usage.overall=0.0874
grt_use_met2=0.146
initial_antenna_violation_count=0
grt_pass1_vias=1652
busiest_layer=met2

[power_and_ir_drop]
power.switching_fraction=0.461
power_density_nw_per_um2=44.1
netSwitchingPower_uw=41.8
seq_power_share=0
cell_internal_pwr_uw=48.9
cellLeakagePower_uw=0.000787
power.share.clock=0
totalPowerFinal_uw=90.7
comb_power_share=1.000
vdd_ir_drop_max_mv=0.0103

[die]
die_height_um=107
boundaryPins=50
rows=31
design.die.area_sq_um=11400
initial_utilization=0.203
design.core.area_sq_um=7290
die_outline_width_um=107

[hold_path]
min-delay-path-class=in2out
whs_path_depth=4

[yosys]
ys.warnings.count=1
postSynthSeqShare=0
netlist_area_sq_um=1480
synth_area_per_cell_sq_um=6.86
synth.yosys.chip_area_sq_um=1480
postSynthCellCount=216
ys_cells=216
netlist-cell-type-count=40

[placed_design]
place_hpwl_mm=4.30
gp_congestion=0.882
buffer_ports.inserted=50

[run_status]
run_status=completed

[flow_run]
tool_warnings=36
max_cap_violations=0

[cells_and_area]
finalCoreUtilization=0.282
nFillCells=805
areaGrowthSynthToFinish_pct=38.9
nClkBuffers=0
layout.cells.most_common_list=sky130_fd_sc_hd__clkdlybuf4s50_1, sky130_fd_sc_hd__xnor2_1, sky130_fd_sc_hd__a21oi_1, sky130_fd_sc_hd__ha_1, sky130_fd_sc_hd__xor2_1
fraction_of_final_layout_cells_sized_beyond_drive_strength_1=0.0195
layout_top_cell_excl_fill_tap=sky130_fd_sc_hd__clkdlybuf4s50_1
numSequentialCells=0
area.sequential_sq_um=0

[clock_network]
postCtsHoldBufs=0
cts.repair_timing.setup_buffer_count=0
post_cts.resized_instances=0

-- Yosys cell counts (7+ instances only) --
master / n / area, sq um
sky130_fd_sc_hd__nand2_1: 14 / 52.6
sky130_fd_sc_hd__xor2_1: 19 / 166
sky130_fd_sc_hd__nand3_1: 9 / 45.0
sky130_fd_sc_hd__o21ai_0: 8 / 40.0
sky130_fd_sc_hd__xnor2_1: 21 / 184
sky130_fd_sc_hd__o22ai_1: 10 / 62.6
sky130_fd_sc_hd__ha_1: 20 / 250
sky130_fd_sc_hd__a21oi_1: 20 / 100
sky130_fd_sc_hd__inv_1: 13 / 48.8
sky130_fd_sc_hd__nor2_1: 16 / 60.1
sky130_fd_sc_hd__clkbuf_1: 7 / 26.3
-- stage by stage --
step	setup WS, ns	instance area, sq um	instances
finish	5.38	2060	355
global route	5.09	2060	355
CTS	5.39	2060	355
detailed placement	5.40	2060	355
global placement	5.43	2060	355
floorplan	6.80	1480	216
-- worst max-delay path: cells and delay by family --
family	cells	cell delay, ns
AOI/OAI and AO/OA	5	1.37
buffers and inverters	4	1.26
adders and majority gates	2	0.74
and+or+nand+nor	3	0.31
-- cell families (layout without fill, tap and decap cells) --
| group | Yosys count | after routing | synth area share |
|---|---|---|---|
| AND/OR/NAND/NOR | 67 | 67 | 0.240 |
| AND-OR/OR-AND | 65 | 65 | 0.276 |
| adder cells (fa/ha/maj) | 21 | 21 | 0.182 |
| buffers and inverters | 23 | 63 | 0.0650 |
| XOR/XNOR | 40 | 40 | 0.236 |
-- area by class of cell --
class                      count  area (sq um)  area share
timing repair buffer          50           500       0.243
inverter                      13          48.8      0.0237
multi-input combinational    193          1390       0.673
tap                           99           124      0.0602
-- per-layer routing --
metal	wire (um)	vias up
li1	-	865
met5	0	-
met2	2350	31
met4	0	0
met1	2400	709
met3	285	0
-- power groups by stage --
stage	clock network [uW]	registers [uW]	logic, uW
final	0	0	90.7
after CTS	0	0	92.0
after global routing	0	0	101
-- final timing paths --
check / start / end / slack, ns
setup / recovery: in2[0] / out[12] / 5.38
hold / removal: mode[0] / out[15] / 7.10
No activity file was given, so power comes from the tool's default toggle rates.
